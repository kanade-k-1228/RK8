### run.sh
#!/bin/bash
# OpenROAD 26Q1-2900-gdf79404cd8, Yosys 0.63+post, stock flow scripts
make -C /OpenROAD-flow-scripts/flow DESIGN_CONFIG=/design/flow/config.mk WORK_HOME=/design/flow/orfs finish
### config.mk
export PLATFORM = sky130hd
export DESIGN_NAME = hardware
export DESIGN_NICKNAME = hardware
export VERILOG_FILES = /design/flow/design.v
export SDC_FILE = /design/flow/constraint.sdc
export NUM_CORES = 4
export LEC_CHECK = 1
export CORE_AREA = 10 10 96 96
export DIE_AREA = 0 0 106 106
### constraint.sdc
current_design hardware

set clk_period 4.7
set clk_io_pct 0.2

create_clock -name clk0 -period $clk_period [get_ports {clk}]

set non_clock_inputs [all_inputs -no_clocks]
set_input_delay [expr $clk_period * $clk_io_pct] -clock clk0 $non_clock_inputs
set_output_delay [expr $clk_period * $clk_io_pct] -clock clk0 [all_outputs]
### design.v
module hardware (
    input  logic clk,
    output logic user_led,
    output logic pin_13
);
  logic rstn;
  POR #(
      .POR_CLK(8)
  ) por (
      .clk (clk),
      .rstn(rstn)
  );
  assign pin_13 = !rstn;
  localparam PATTERN_LEN = 30;
  always_comb begin
    case (cnt)
      0, 2, 4, 6, 7, 8, 12, 13, 14, 18, 19, 20, 24, 26, 28: user_led <= 1;
      default: user_led <= 0;
    endcase
  end
  logic clk_slow;
  logic [$clog2(PATTERN_LEN)-1:0] cnt;
  Prescaler #(
      .N(21)
  ) BlinkPrescaler (
      .clk_in (clk),
      .clk_out(clk_slow)
  );
  Counter #(
      .N(PATTERN_LEN)
  ) BlinkCounter (
      .clk (clk_slow),
      .rstn(rstn),
      .cnt (cnt)
  );
endmodule
module Counter #(
    parameter N = 10
) (
    input logic clk,
    input logic rstn,
    output logic [WIDTH-1:0] cnt
);
  localparam WIDTH = $clog2(N);
  always @(negedge rstn or posedge clk) begin
    if (~rstn) begin
      cnt <= 0;
    end else if (cnt == (N - 1)) begin
      cnt <= 0;
    end else begin
      cnt <= cnt + 1;
    end
  end
endmodule
module POR #(
    parameter POR_CLK = 8
) (
    input  logic clk,
    output logic rstn
);
  logic [POR_CLK-1:0] rst_cnt = 0;
  assign rstn = &rst_cnt;
  always @(posedge clk) rst_cnt <= rst_cnt + !rstn;
endmodule
module Prescaler #(
    parameter N = 8
) (
    input  logic clk_in,
    output logic clk_out
);
  logic [N-1:0] cnt = 0;
  assign clk_out = cnt[N-1];
  always @(posedge clk_in) cnt <= cnt + 1;
endmodule
==> summary.txt <==
Implementation run completed; key figures follow.

Global routing:
- The run gives the global-route wire length before repair as 3581 um.
- Entering global routing, the biggest net connects 11 pins.
- The run gives the remaining global-route overflow as 0.
- The run puts the total global routing track utilization at 0.03692.
- The run gives the initial antenna violation count as 0.
- The number of global-route vias before repair is 830.

Clocking:
- The run gives the number of buffers created by CTS as 5.
- The run puts the number of buffers inserted to repair setup after CTS at 0.
- Per the skew report, the later register of the worst-skew pair sees a clock latency of 0.28 ns.
- On the worst setup and hold paths after CTS, the clock-pin slew comes to 0.06 ns.
- The tree is rooted in a sky130_fd_sc_hd__clkbuf_8.
- The run puts the post-cts hold-fix buffer tally at 0.
- The run gives the largest buffer count on any clock path as 2.
- The number of gates resized after CTS was 0.
- TritonCTS built the clock tree.
- The run gives the H-tree depth as 2.

Drt:
- The run gives the highest metal layer used by the detailed router as met3.
- The detail route stage leaves a number of antenna-violating nets equal to 0.
- The detailed router finished its first iteration with 23 violations.
- The run gives the number of diodes added for antenna fixing as 0.
- The run puts the met1 wire length at 1027 um.
- The run gives the iteration tally of the first detailed-router pass as 4.
- The run gives the average detailed-routed wire length per instance as 8.248 um.
- The run gives the total met3 wirelength after detailed routing as 119 um.
- The run gives the total vias in the final route as 893.
- The run gives the number of DRC violations after detailed routing as 0.
- The run gives the per-cell via count in the routed design as 3.752.
- Wires add up to 1963 um.
- The run puts the met2 wire length at 817 um.

Worst hold path:
- Looking at hold timing, the worst path starts from BlinkPrescaler.cnt[0].
- The run gives the hold path endpoint as BlinkPrescaler.cnt[0].
- STA reports the tightest min-delay check as being of type reg -> reg.
- In the hold timing report, the worst path depth is 1.

Die:
- The run gives the initial core utilization as 0.1955.
- The run gives the horizontal extent of the die as 106 um.
- The run gives the overall die height as 106 um.
- The run puts the standard cell core area at 7214 um^2.
- The run puts the chip area at 11240 um^2.
- The run puts the number of placement rows at 31.
- The run puts the number of I/O pins at 3.

Power and ir drop:
- The run gives the total leakage power as 0.6204 nW.
- Looking at the VDD voltage map, the peak drop is 0.1598 mV.
- The run gives the power per standard cell area as 306.7 nW/um^2.

Critical path:
- The run gives the destination of the worst register-to-register timing path as BlinkPrescaler.cnt[18].
- The run puts the worst setup slack for register-to-register paths at 2.98 ns.
- For this run, the slowest stage of the critical path takes 0.41 ns.
- The run gives the data required time at the worst endpoint as 3.76 ns.
- The run puts the depth of the worst register-to-register path at 5.
- On the critical path the data arrives at 1.63 ns.
- The launch point of the worst register-to-register path is recorded as BlinkPrescaler.cnt[0].
- STA classifies the critical path startpoint as a flip-flop.
- Listed in order, past its start point the critical path passes and2_1 -> nand4_1 -> or2_1 -> clkdlybuf4s50_1.
- The run gives the critical setup path kind as reg -> out.
- STA lists the maximum fanout along the critical path as 4.
- The run gives the slowest cell on the critical path as sky130_fd_sc_hd__clkdlybuf4s50_1.
- The run gives the endpoint type of the worst setup path as an output port.

Logic synthesis:
- The run gives the count of library flops with an enable pin as 0.
- According to the Yosys statistics, the synthesized design has a chip area of 1410 um^2.
- The run puts the cell count in the Yosys report at 130.
- The run gives the most common cell in the synthesized netlist as sky130_fd_sc_hd__dfxtp_1.
- Ranked by total cell area, the synthesized netlist is headed by sky130_fd_sc_hd__dfxtp_1 41%, sky130_fd_sc_hd__dfrtp_1 8.9%, sky130_fd_sc_hd__xnor2_1 8.7%.
- The run puts the cell area after synthesis at 1410 um^2.
- The run puts the number of synthesized register bits at 34.
- For reference, the top cells by count after synthesis are 29 x sky130_fd_sc_hd__dfxtp_1, 14 x sky130_fd_sc_hd__xnor2_1, 11 x sky130_fd_sc_hd__xor2_1, 10 x sky130_fd_sc_hd__nand2_1, 9 x sky130_fd_sc_hd__nand3_1.
- The area fraction of the largest cell type after synthesis is 0.4117.
- Sorting the Yosys area breakdown by cell type puts at the top sky130_fd_sc_hd__dfxtp_1.
- Counting distinct cell types in the post-synthesis netlist gives 36.
- The run gives the number of standard cells after synthesis as 130.
- The most used flip-flop cell after synthesis is sky130_fd_sc_hd__dfxtp_1.
- The run puts the total number of yosys warnings at 4.
- The run gives the mean instance size in the synthesized netlist as 10.85 um^2.
- The synthesis report gives the async set-or-reset register share as 0.1471.
- The run puts the sequential-to-total area share from yosys stat at 0.5004.

Cells and area:
- The run puts the area growth from synthesis to layout at 18.46%.
- In the final layout, the share of cells above drive strength 1 is 0.1079.
- The run gives the fill cell instance count of the final layout as 778.

STA:
- The run gives the final critical-path required period as 2.569 ns.
- The run puts the setup-violating endpoint count in the final report at 0.
- Max-slew check failures listed in the final report amount to 0.
- The run puts the post-route clock period utilization at 0.5466.
- The run gives the relative max-transition margin as 0.7716.
- The run gives the number of endpoints with negative hold slack in the final report as 0.
- The run puts the setup TNS after final layout at 0 ns.
- The run gives the actual transition at the worst max-transition pin as 0.3378 ns.
- 6 endpoints have no timing constraint.
- Setup repair after global routing left no endpoint under its margin.
- The timer found 5 register pins that no clock reaches; their paths are not timed.
- Once routing completed, OpenROAD measured the worst setup slack at 2.131 ns.
- Across the routed clock network, the largest skew measured is 0.002581 ns.
- The run gives the highest achievable clock rate as 0.3893 GHz.

Placement:
- The run gives the final estimated routing congestion in global placement as 0.7689.
- The run gives the total of buffers placed on input and output ports as 2.
- The run gives the worst setup timing slack at the placement stage as 2.412 ns.
- The run gives the placed wire-length estimate as 1322 um.

Flow run:
- The number of warnings reported in the stage logs is 27.
- The run puts the count of maximum capacitance violations at 0.

Run status:
- The run finished with clean final reports.
## cell usage in the layout (no fill, tap or decap), drive strengths merged, types with 2 or more instances in the layout
cell           synthesis  routed
dfrtp                  5       5
ha                     6       6
nor4                   2       2
clkbuf                 1       6
nor3                   2       2
nand2                 10      10
nor2                   4       4
dfxtp                 29      29
nand3                 10      10
mux2i                  2       2
inv                    6       6
and2                   3       3
xnor2                 14      14
nand4                  7       7
o21ai                  3       3
clkdlybuf4s50          0       2
xor2                  11      11
and4                   2       2
## registers in the layout, summed over array words and instances (netlist names)
signal / cells
por.rst_cnt: 8
BlinkCounter.cnt: 5
BlinkPrescaler.cnt: 21
## metrics by stage
| step | power (mW) | hold slack, ns | util | instances | instance area, um^2 |
|---|---|---|---|---|---|
| 2_1_floorplan | 0.2512 | 0.3834 | - | 130 | 1410 |
| 3_3_place_gp | 0.2512 | 0.3977 | 0.2149 | 230 | 1550 |
| 3_5_place_dp | 0.2512 | 0.4003 | 0.2149 | 230 | 1550 |
| 4_1_cts | 0.5211 | 0.4171 | 0.2315 | 238 | 1670 |
| 5_1_grt | 0.5351 | 0.4297 | 0.2315 | 238 | 1670 |
| 6_report | 0.5123 | 0.4127 | 0.2315 | 238 | 1670 |
## power by group
| group | switching, mW | internal [mW] | total, mW |
|---|---|---|---|
| registers | 0 | 0.246 | 0.246 |
| logic | 0 | 0 | 0.000000261 |
| clock network | 0.0944 | 0.172 | 0.267 |
## final cells by class
type                    count  area [um^2]  area share
well taps                  99        123.9     0.07416
multi-input cells          88        674.4      0.4037
repair buffers              2        20.02     0.01199
inverters                   7        26.28     0.01573
clock buffers               6        82.58     0.04944
clock inverters             2        37.54     0.02247
flip-flops and latches     34        705.7      0.4225
## routing by layer
layer / global-route usage / up-vias
li1: - / 465
met1: 0.04766 / 418
met2: 0.05477 / 10
met3: 0.01835 / 0
met4: 0.007737 / 0
met5: 0 / -
## critical path, delay by kind of cell, from the launching register on
kind / cells / cell delay (ns)
buf+inv: 1 / 0.41
flops: 1 / 0.35
simple gates: 3 / 0.59
## cell families after synthesis
family                     Yosys count  share of synthesized area
muxes                                4                    0.03815
xor gates and xnor gates            25                     0.1553
buffers and inverters                8                    0.02129
AOI/OAI and AO/OA                    7                    0.03195
DFF                                 34                     0.5004
adders and majority gates            6                    0.05324
and+or+nand+nor                     46                     0.1997
## worst max-delay path by stage
| stage | start | end | depth (start not counted) |
|---|---|---|---|
| CTS | por.rst_cnt[2] | pin_13 | 4 |
| global route | por.rst_cnt[2] | pin_13 | 4 |
| finish | por.rst_cnt[2] | pin_13 | 4 |
No activity file was given, so power comes from the tool's default toggle rates.
