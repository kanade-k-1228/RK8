===== ./design.v =====
module Parallel_ROM (
    input logic rstn,
    input logic clk,
    input  logic [23:0] addr,
    output logic [31:0] data,
    output logic        readyn,
    output logic scl,
    output logic mosi,
    input  logic miso
);
  logic spi_addr_valid;
  logic [23:0] spi_addr;
  logic spi_data_valid;
  logic [23:0] spi_data;
  logic [1:0] read_state;   
  SPI_ROM spi_rom (
      .rstn(rstn),
      .clk(clk),
      .addr(spi_addr),
      .addr_valid(spi_addr_valid),
      .addr_ready(),
      .data(spi_data),
      .data_valid(spi_data_valid),
      .scl(scl),
      .mosi(mosi),
      .miso(miso)
  );
  always @(negedge rstn or posedge clk) begin
    if (~rstn) begin
      readyn <= 0;
      spi_addr_valid <= 0;
      readyn <= 1;
      spi_addr <= 0;
    end else begin
      case (readyn)
        0: begin
          if (addr != spi_addr) begin
            readyn <= 1;
            spi_addr <= addr;
            spi_addr_valid <= 1;
            read_state <= 0;
            valid_cnt <= 0;
          end
        end
        1: begin
          casez (read_state)
            0: begin
              read_state <= 1;
            end
            1: begin
              read_state <= 2;
              spi_addr_valid <= 0;
            end
            2: begin
              if (spi_data_valid) begin
                readyn <= 0;
                data   <= spi_data;
              end
            end
          endcase
        end
      endcase
    end
  end
endmodule
module SPI_ROM (
    input logic rstn,
    input logic clk,
    input  logic [23:0] addr,
    input  logic        addr_valid,
    output logic        addr_ready,
    output logic [31:0] data,        
    output logic        data_valid,
    output logic scl,
    output logic mosi,
    input  logic miso
);
  localparam [7:0] command = 8'h0B;
  logic mode;   
  logic [5:0] count;
  logic [31:0] tx_data;   
  logic [31:0] data;
  logic valid_cnt;
  assign addr_ready = ~|mode;
  always @(negedge rstn or posedge clk) begin
    if (~rstn) begin
      mode       <= 2'b00;
      data       <= 0;
      data_valid <= 0;
      scl        <= 0;
      mosi       <= 0;
      count      <= 0;
      tx_data    <= 0;
      data       <= 0;
    end else begin
      casez (mode)
        2'b00: begin
          if (addr_valid) begin
            mode    <= 2'b10;
            count   <= 0;
            scl     <= 0;
            mosi    <= command[7];
            tx_data <= {command, addr};
          end
        end
        2'b10: begin
          case (count[0])
            0: begin   
              count <= count + 1;
              scl   <= 1;
            end
            1: begin   
              count <= count + 1;
              scl   <= 0;
              mosi    <= tx_data[31];
              tx_data <= tx_data << 1;
            end
          endcase
          if (&count) begin
            mode  <= 2'b11;
            count <= 0;
            scl   <= 0;
            mosi  <= 0;
          end
        end
        2'b11: begin
          case (count[0])
            0: begin   
              count <= count + 1;
              scl   <= 0;
              data  <= {miso, data[31:1]};
            end
            1: begin   
              count <= count + 1;
              scl   <= 1;
            end
          endcase
          if (&count) begin
            mode       <= 2'b11;
            scl        <= 0;
            data_valid <= 1;
            valid_cnt  <= 0;
          end
        end
        2'b01: begin
          case (valid_cnt)
            0: begin
              valid_cnt <= 1;
            end
            1: begin   
              mode <= 2'b00;
              data_valid <= 0;
            end
          endcase
        end
      endcase
    end
  end
endmodule

===== ./run.sh =====
#!/bin/bash
# OpenROAD 26Q1-2900-gdf79404cd8, Yosys 0.63+post, stock flow scripts
make -C /OpenROAD-flow-scripts/flow DESIGN_CONFIG=/design/flow/config.mk WORK_HOME=/design/flow/orfs finish

===== ./config.mk =====
export PLATFORM = sky130hd
export DESIGN_NAME = Parallel_ROM
export DESIGN_NICKNAME = Parallel_ROM
export VERILOG_FILES = /design/flow/design.v
export SDC_FILE = /design/flow/constraint.sdc
export NUM_CORES = 4
export LEC_CHECK = 1
export CORE_AREA = 10 10 94 94
export DIE_AREA = 0 0 104 104

===== ./constraint.sdc =====
current_design Parallel_ROM

set clk_period 2.9
set clk_io_pct 0.2

create_clock -name clk0 -period $clk_period [get_ports {clk}]

set non_clock_inputs [all_inputs -no_clocks]
set_input_delay [expr $clk_period * $clk_io_pct] -clock clk0 $non_clock_inputs
set_output_delay [expr $clk_period * $clk_io_pct] -clock clk0 [all_outputs]

==> flow_metrics.env <==
# yosys + openroad results
export IMPL_status="completed"
export IMPL_instances_no_fill=248
export IMPL_fin_setup_tns_ns=0
export IMPL_rsz0062_at_grt="no"
export IMPL_fin_util_pct=27.2
export IMPL_p_per_area_nw_per_um2=376
export IMPL_post_cts_setup_buffers=0
export IMPL_cts_root_buf="clkbuf_8"
export IMPL_routed_wl_met3_um=125
export IMPL_num_io_pins=62
export IMPL_met2_length_um=1300
export IMPL_finalClockSkew_ns=0.00631
export IMPL_viasPerCell=3.33
export IMPL_ys_ff=25
export IMPL_cts_tree="yes"
export IMPL_dp_cells=244
export IMPL_ys_warn_count=5
export IMPL_cap_violations=0
export IMPL_r2r_start="spi_addr[1]"
export IMPL_cts_resized_gates=0
export IMPL_fp_row_count=30
export IMPL_setup_viol=0
export IMPL_drt_met1_wl_um=1410
export IMPL_die_width_um=104
export IMPL_track_usage_pct=5.08
export IMPL_cp_start_kind="input pin"
export IMPL_clk_pin_slew_ns=0.09
export IMPL_synth_area_sq_um=1560
export IMPL_clkLatencyLatePin_ns=0.27
export IMPL_reg2reg_depth=5
export IMPL_yosys_stat_cells=122
export IMPL_whs_endpoint="spi_addr[6]"
export IMPL_hold_start="spi_addr[6]"
export IMPL_wl_per_cell_um=11.6
export IMPL_grt_pass1_vias=1004
export IMPL_hp_class="flop to flop"
export IMPL_clk_path_buf_depth=2
export IMPL_fin_crit_ns=2.19
export IMPL_dr_max_layer_used="met4"
export IMPL_total_power_mw=0.699
export IMPL_ir_worst_vdd_uv=84.3
export IMPL_r2r_end="spi_addr[5]"
export IMPL_whs_ns=0.535
export IMPL_synth_area_yosys_sq_um=1560
export IMPL_rrSetupSlack_ns=1.05
export IMPL_hpwl_um=2270
export IMPL_ys_types=15
export IMPL_cellLeakagePower_nw=0.766
export IMPL_routed_wl_um=2880
export IMPL_ctsHoldBuffers=0
export IMPL_vias=827
export IMPL_die_area_sq_um=10800
export IMPL_nFillCells=728
export IMPL_final_layout_size_suffix_gt1_share_pct=23.0
export IMPL_cts_buffers=3
export IMPL_die_y_um=104
export IMPL_area_growth_pct=19.1
export IMPL_fin_crit_sh_pct=75.5
export IMPL_fmax_mhz=457
export IMPL_grt_start_max_net_pins=26
export IMPL_crit_required_ns=3.05
export IMPL_fp_util_pct=22.9
export IMPL_cp_data_arrival_time_ns=2.34
export IMPL_end_kind="flop"
export IMPL_place_congestion=0.723
export IMPL_drtAntennaViolNets=0
export IMPL_portBuffers=26
export IMPL_grt_overflow_total=0
export IMPL_core_sq_um=6830
export IMPL_drcViolationCount=0
export IMPL_synth_seq_share_pct=40.1
export IMPL_diodes=0
export IMPL_warning_count=26
export IMPL_hold_viol=0
export IMPL_grt_pass1_wl_um=4710
export IMPL_critical_path_class="input pin to flop"
export IMPL_drtIter0Drc=14
export IMPL_cts_sinks=25
export IMPL_holdPathStages=1
export IMPL_synth_cells=122
export IMPL_cp_max_fo=16
export IMPL_cts_htree_levels=1
export IMPL_slew_viol_final=0
export IMPL_syn_area_per_cell_sq_um=12.8
export IMPL_antenna_found_initial=0
export IMPL_first_pass_iters=2
## per-layer routing
layer  track usage, %  vias up
li1                 -      396
met1             7.21      392
met2             7.88       37
met3             1.07        2
met4            0.895        0
met5                0        -
## layout by cell type (no fill, tap or decap), drive strengths merged, types with 2 or more instances in the layout
master and count:
buf 3, mux2 24, nor2 3, clkbuf 3, nor4 2, nand4 4, xnor2 16, clkdlybuf4s50 26
xor2 8, dfrtp 24, conb 34
## cells by family after synthesis
logic type	share of synthesized area, %
compound gates	1.76
xor+xnor	13.5
buf+inv	17.8
flops	40.1
mux	22.1
other cells	0.240
simple gates	4.49
## sequential cells by signal (all words and copies together), names as in the netlist
name / cells
spi_addr: 24
readyn: 1
## per-stage QoR
stage | setup slack, ns | cell area, sq um
floorplan | 0.977 | 1690
global placement | 0.408 | 1810
detailed placement | 0.396 | 1810
CTS | 0.685 | 1860
global route | 0.587 | 1860
finish | 0.709 | 1860
## Yosys cell counts
cell     instances  area share (%)
nor2_1           3            0.72
dfrtp_1         24              38
mux2_4          20              19
buf_4           34              16
conb_1           1            0.24
nor4_2           2             1.6
a41oi_4          1             1.8
nand2_1          1            0.24
xnor2_1         16             9.0
dfstp_2          1             1.7
buf_6            2             1.4
mux2_2           4             2.9
nand3_1          1            0.32
xor2_1           8             4.5
nand4_1          4             1.6
## power by group
group	total, mW	switching [mW]	internal (mW)
Clock	0.210	0.113	0.0972
Combinational	0.112	0.0399	0.0717
Sequential	0.377	0.0114	0.365
## final cells by class
class / count / area, sq um / share of cell area, %
tap: 96 / 120 / 6.46
sequential: 25 / 627 / 33.7
clock buffer: 3 / 41.3 / 2.22
timing repair buffer: 29 / 283 / 15.2
clock inverter: 1 / 7.51 / 0.404
multi-input combinational: 94 / 781 / 42.0
## critical path, stage by stage
cell             delay (ns)
clkdlybuf4s50_1        0.45
xor2_1                 0.17
nor4_2                 0.40
a41oi_4                0.16
buf_4                  0.25
mux2_4                 0.33
## how the worst max path moves through the flow
stage,from,endpoint,depth (start not counted)
after CTS,addr[12],spi_addr[5],7
after global routing,addr[14],spi_addr[11],7
final,addr[17],spi_addr[5],6
No activity file was given, so power comes from the tool's default toggle rates.
